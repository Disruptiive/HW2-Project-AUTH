`flow/run.sh`:
```
#!/bin/bash
# OpenROAD 26Q1-2900-gdf79404cd8, Yosys 0.63+post, stock flow scripts
make -C /OpenROAD-flow-scripts/flow DESIGN_CONFIG=/design/flow/config.mk WORK_HOME=/design/flow/orfs finish
```
`flow/config.mk`:
```
export PLATFORM = sky130hd
export DESIGN_NAME = counter
export DESIGN_NICKNAME = counter
export VERILOG_FILES = /design/flow/design.v
export SDC_FILE = /design/flow/constraint.sdc
export NUM_CORES = 4
export LEC_CHECK = 1
export CORE_UTILIZATION = 30
export SYNTH_HDL_FRONTEND = slang
```
`flow/constraint.sdc`:
```
current_design counter

set clk_period 4.8
set clk_io_pct 0.2

create_clock -name clk0 -period $clk_period [get_ports {clk}]

set non_clock_inputs [all_inputs -no_clocks]
set_input_delay [expr $clk_period * $clk_io_pct] -clock clk0 $non_clock_inputs
set_output_delay [expr $clk_period * $clk_io_pct] -clock clk0 [all_outputs]
```
`flow/design.v`:
```
module counter(output logic [15:0] data_out,
               input  logic rst, ld_cnt, updn_cnt, count_enb, clk, [15:0] data_in);
logic [2:0] state_info;
always_ff @ (posedge clk, negedge rst) 
begin
    if(!rst) data_out <= 16'b0;
    else 
    begin
        priority case(state_info) 
            3'b 000: data_out <= data_in;
            3'b 001: data_out <= data_in;
            3'b 010: data_out <= data_in;
            3'b 011: data_out <= data_in;
            3'b 100: data_out <= data_out; 
            3'b 101: data_out <= data_out; 
            3'b 110: data_out <= data_out - 1;
            3'b 111: data_out <= data_out + 1;
        endcase
    end
end
always_comb begin : set_state
    state_info = {ld_cnt,count_enb,updn_cnt};
end 
endmodule
```
==> results.toml <==
# physical design summary
[status]
status = "complete, no violations"

[clock_network]
holdBufCountCts = 0
clk_path_buf_depth = 2
cts_setup_buffers = 0
worstSkewPairLatency_ns = 0.25
cts.sinks = 16
cts_made_buffers = 3
clkTransAtPathRegs_ns = 0.07
cts-root-buf = "clkbuf_8"
cts_max_level = 1
cts_tree = "done"
cts_resized = 0

[pwr]
peakVddDrop_v = 0.000141
power_uw = 678
p_seq_frac = 0.279
combPwrFrac = 0.540
p_leak_nw = 0.807
p_sw_frac = 0.352
pwr-share-clk = 0.181
switchingPower_uw = 239
power.density_nw_per_um2 = 351
intPower_uw = 439

[yosys]
postSynth.asyncResetShare = 1.00
ys_area_um2 = 1450
synth-warning-count = 0
synth_top_area_share = 0.276
ys.flops = 16
avgSynthCellArea_um2 = 8.89
synth-edff-count = 0
ys_cells = 163
yosys-top-cells-count = "dfrtp_1 (16), ha_1 (16), nor2_1 (16)"
netlist_area_um2 = 1450
synth_area_leader_cell = "dfrtp_1"
syn_inst = 163
synth-seq-area-share = 0.276
synth.distinct_cells = 41
ys.flop_type = "dfrtp_1"
area_leaders = "dfrtp_1 (28%), ha_1 (14%), a21oi_1 (5.2%)"

[routing]
vias_per_cell = 5.11
drtAntennaViolNets = 0
wl_per_cell_um = 12.8
vias = 1293
num_antenna_cells = 0
drt_iter0_markers = 30
drt-total-wl_um = 3240
drc = 0
first_pass_iters = 4

[grt]
grt_max_degree = 32
grt_pass1_vias = 1278
grt_pass1_wl_um = 5670
overflow = 0
grt_usage = 0.141
antenna_found_initial = 0

[final_layout]
largestRegisters = "data_out (16)"
area_growth_pct = 33.3
nFillCells = 469
final_cells = 253
drive_above_1_share = 0.0697
regMostFlops = "data_out"
design_area_um2 = 1930
largest_reg_flops = 16

[timing]
finalSetupTns_ns = 0
finalCritPeriodShare = 0.749
relSlewSlack = 0.490
max_freq_mhz = 278
tightest_slew_ns = 0.762
hold_viol_final = 0
finalSetupViolations = 0
rsz0062_at_grt = "no"
post-route-min-period_ns = 3.59
drv_slew = 0
finalClockSkew_ns = 0.00163

[critical_path]
critPathLaunchType = "primary input"
slowest_delay_ns = 0.55
crit_arrival_ns = 3.73
crit_fanout = 17
endpoint_kind = "register"
crit_type = "in -> reg"
critPathSlowestCell = "clkdlybuf4s50_1"
crit_chain = "clkdlybuf4s50_1 -> nand3_1 -> buf_4 -> ha_1 -> a2111oi_2 -> o21ai_0 -> o211ai_1 -> nand2_1 -> o311a_1 -> xnor2_1 -> mux2_4"
worstPathRequired_ns = 4.94

[die]
dieArea_um2 = 5110
io_pins = 37
fp.dieW_um = 71.5
fp_util = 0.322
placementRows = 24
die_height_um = 71.5
core_um2 = 4500

[run]
tool_warnings = 27
max-cap-violations = 0

[worst_hold_path]
hp-class = "reg -> reg"

[placed_design]
portBuffers = 36
placedCellCount = 249
dp_hpwl_um = 2460
gp_congestion = 0.918
post_dp_cell_area_um2 = 1880
cell type report:
type / instances / area [µm²] / area share
Clock buffer: 4 / 55.1 / 0.0285
Inverter: 4 / 15.0 / 0.00777
Multi-Input combinational cell: 138 / 1010 / 0.525
Sequential cell: 16 / 400 / 0.207
Tap cell: 52 / 65.1 / 0.0337
Timing Repair Buffer: 39 / 383 / 0.198
power groups by stage:
stage | registers (mW) | clock network (mW) | logic (mW)
6_report | 0.189 | 0.123 | 0.366
4_1_cts | 0.190 | 0.129 | 0.369
5_1_grt | 0.194 | 0.132 | 0.419
metrics by stage:
| step | setup WS [ns] | hold WS, ns | utilization |
|---|---|---|---|
| 2_1_floorplan | 0.865 | 0.487 | - |
| 3_3_place_gp | 1.01 | 0.542 | 0.417 |
| 3_5_place_dp | 0.958 | 0.552 | 0.417 |
| 4_1_cts | 1.22 | 0.572 | 0.429 |
| 5_1_grt | 0.988 | 0.599 | 0.429 |
| 6_report | 1.21 | 0.559 | 0.429 |
per-layer routing:
layer / wire, µm / track usage / vias up
met5: 0 / 0 / -
met4: 12 / 0.00871 / 0
met3: 178 / 0.0300 / 2
met2: 1510 / 0.223 / 29
met1: 1540 / 0.214 / 582
li1: - / - / 680
worst max-delay path, delay by kind of cell:
| kind | cells | cell delay (ns) |
|---|---|---|
| compound gates | 4 | 1.01 |
| xor+xnor | 1 | 0.13 |
| fa+ha+maj | 1 | 0.37 |
| buf+inv | 2 | 0.76 |
| mux | 1 | 0.25 |
| simple gates | 2 | 0.25 |
path summary, 6_finish.rpt:
| check | start | to | slack, ns | cells past startpoint |
|---|---|---|---|---|
| worst max register to register | data_out[0] | data_out[12] | 2.33 | 9 |
| worst min register to register | data_out[14] | data_out[14] | 0.56 | 2 |
| worst max-delay path | updn_cnt | data_out[15] | 1.21 | 11 |
| min in group asynchronous | rst | data_out[4] | 1.16 | 1 |
| worst min-delay path | data_out[14] | data_out[14] | 0.56 | 2 |
| max in group asynchronous | rst | data_out[10] | 3.17 | 1 |
kinds of logic (layout without fill, tap and decap cells):
group	count (synthesis)	after routing	share of synthesized area
AOI/OAI and AO/OA	50	50	0.227
xor gates and xnor gates	13	13	0.0786
adders and majority gates	17	17	0.152
buffers and inverters	9	47	0.0242
DFF	16	16	0.276
muxes	10	10	0.0777
and+or+nand+nor	48	48	0.164
layout by cell type, fill, tap and decap left out, drive strengths merged, types with 3 or more instances in the layout:
cell type,instances
a21o,3
a21oi,15
a31oi,7
buf,3
clkbuf,4
clkdlybuf4s50,36
dfrtp,16
ha,16
inv,3
mux2,4
mux2i,6
nand2,7
nand3,4
nor2,16
nor2b,8
nor3,3
o211ai,3
o21ai,7
xnor2,6
xor2,7
Power is estimated from default activity; no workload was simulated.
